--- design.v ---
`timescale 1ns / 1ps
module Universal_shift_register(clk, reset, ctrl, d, q);
parameter scale = 8;
input wire clk, reset;
input wire [1:0] ctrl;
input wire [scale-1:0] d;
output wire [scale-1:0] q;
reg [scale-1 : 0] r_reg, r_next;
always@(posedge clk, posedge reset)
begin
    if (reset)
    r_reg <= 0;
    else 
    r_reg <= r_next;
end 
always@(*)
begin
    case(ctrl)
    2'b00 : r_next = r_reg;
    2'b01 : r_next = {r_reg[scale-2:0],d[0]};
    2'b10 : r_next = {d[scale-1],r_reg[scale-1:1]};
    2'b11 : r_next = d;
    default : r_next = 0;
    endcase
end 
assign q = r_reg;
endmodule
--- run.sh ---
#!/bin/bash
# OpenROAD 26Q1-2900-gdf79404cd8, Yosys 0.63+post, stock flow scripts
make -C /OpenROAD-flow-scripts/flow DESIGN_CONFIG=/design/flow/config.mk WORK_HOME=/design/flow/orfs finish
--- config.mk ---
export PLATFORM = sky130hd
export DESIGN_NAME = Universal_shift_register
export DESIGN_NICKNAME = Universal_shift_register
export VERILOG_FILES = /design/flow/design.v
export SDC_FILE = /design/flow/constraint.sdc
export NUM_CORES = 4
export LEC_CHECK = 1
export CORE_AREA = 10 10 70 70
export DIE_AREA = 0 0 80 80
--- constraint.sdc ---
current_design Universal_shift_register

set clk_period 1.2
set clk_io_pct 0.2

create_clock -name clk0 -period $clk_period [get_ports {clk}]

set non_clock_inputs [all_inputs -no_clocks]
set_input_delay [expr $clk_period * $clk_io_pct] -clock clk0 $non_clock_inputs
set_output_delay [expr $clk_period * $clk_io_pct] -clock clk0 [all_outputs]
==> reports/summary.txt <==
Status = finished clean
IR Drop Worst-Case VDD = 0.485 mV
Clock transition at the register clock pins on the worst setup and hold paths after CTS = 60 ps
Portion of the clock cycle consumed by the worst path in the final layout = 0.945
Count of buffering cells on the critical path with inverters included = 1
Number of buffers inserted during clock tree synthesis = 3
Util after Layout = 0.219
Chip area from the yosys synthesis statistics = 399 µm²
Skew final = 8.00 ps
DIE WIDTH = 80 µm
Critical setup path kind = flop to primary output
Vias in the first global route = 360
Instance tally after logic synthesis = 23
Vertical extent of the die = 80 µm
Flip-flop and latch count after synthesis = 8
Worst-margin pin slew = 296 ps
Grt ovf = 0
Total of warnings raised by yosys = 1
Placement row count = 21
Endpoint class of the critical path = primary output
Buffer type at the clock tree root = clkbuf_4
Period minus WS final = 1130 ps
Placement-stage cell area = 652 µm²
Number of max-capacitance violations reported = 0
Tool warnings = 25
DRC errors left = 0
Final Max Tran Viols = 0
Global-route usage over all layers = 0.0415
Boundary Pins = 20
H-tree lvl count = 1
Antenna violations before repair = 0
Cell family with the largest share of critical-path delay = flip-flops
Largest register FFs = 8
Category of the worst setup path launch point = flop
Area contributors post-synth = dfrtp_1 50%, mux4_2 34%, buf_6 5.6%
Average wire per cell in the routed design = 12.6 µm
Final cell count without fillers = 99
Type of the worst min-delay path = input pin to asynchronous set/reset pin
Syn-to-layout area delta = 87.5%
Unrepaired setup endpoints after global routing = no
Antenna violation net count after detailed routing = 0
Overall routed net length = 1240 µm
Cells traversed along the worst timing path = dlygate4sd2_1
Maximum single-stage delay on the critical path = 390 ps
Clock tree from TritonCTS = done
Proportion of netlist area held by the largest area contributor = 0.502
First-pass GRT wire length = 1970 µm
Cells in synth_stat.txt = 23
Design Area, Final = 748 µm²
Core area = 0.00342 mm²
Number of inserted diodes = 0
Cell taking the most area after synthesis = dfrtp_1
Largest net degree at the start of global routing = 9
Sequential element share of the synthesized area = 0.502
Top achievable clock speed = 882 MHz
WP data arrival = 890 ps
Via Count = 321
Mean area per synthesized cell = 17.4 µm²
# port buffers = 19
Final hold vios = 0
Share of post-route cells with drive strength above 1 = 0.358
HPWL after DPL = 982 µm
Quantity of hold-fixing buffers added after cts = 0
Final Setup Violations = 0
Clock buffer depth = 2
Routability congestion estimate = 0.758
Top fanout value on the critical path = 3
Power density of the placed cells = 1180 mW/mm²
Via count normalized by instance count = 3.24
Number of unique standard cell types used by synthesis = 7
Data required time of the worst path = 960 ps
Placed cells = 88
Share of the core filled by cells before placement = 0.117
Drt initial violations = 7
Number of detailed-route iterations in the first pass = 3
Number of sinks on the clock net = 8
Slowest CP cell = dfrtp_1
Aggregate negative setup slack = 0 ps
Die Footprint = 0.00640 mm²
Post-synthesis instance area = 399 µm²
Worst-case headroom to the max-slew limit = 0.802
Static leakage = 0.000327 µW
Worst skew pair latency = 260 ps
## layout make-up
| class | count | area (µm²) |
|---|---|---|
| Inverter | 1 | 3.75 |
| Fill cell | 372 | 2670 |
| Tap cell | 46 | 57.6 |
| Sequential cell | 8 | 200 |
| Timing Repair Buffer | 29 | 292 |
| Clock buffer | 3 | 22.5 |
| Multi-Input combinational cell | 12 | 173 |
## synth_stat cells, drive strengths merged
cell type,n
dfrtp,8
mux4,6
buf,2
mux2i,2
nand2,2
o21ai,2
inv,1
## cell usage in the layout (no fill, tap or decap), drive strengths merged
cell type and count:
dfrtp 8, dlygate4sd2 9, bufbuf 1, clkdlybuf4s50 10
o21ai 2, mux2i 2, inv 1, mux4 6
clkbuf 3, buf 9, nand2 2
## final timing paths
check                          from       end  slack (ps)  depth (start not counted)
min                           reset  r_reg[6]         240                          2
min reg2reg                r_reg[7]  r_reg[7]         610                          2
max                        r_reg[7]      q[7]          70                          1
max reg2reg                r_reg[2]  r_reg[2]          90                          2
max in group asynchronous     reset  r_reg[5]         730                          2
min in group clk0              d[0]  r_reg[0]         540                          3
## what timing repair did
action | 4_1_cts | 5_1_grt
setup endpoints to repair | 13 | 0
setup buffers | 7 | 0
resized | 9 | 0
## cell families (layout without fill, tap and decap cells)
| group | after synthesis | count (layout) | synth area share |
|---|---|---|---|
| flip-flops | 8 | 8 | 0.502 |
| buffers and inverters | 3 | 33 | 0.0658 |
| AND-OR/OR-AND | 2 | 2 | 0.0251 |
| AND/OR/NAND/NOR | 2 | 2 | 0.0188 |
| multiplexers | 8 | 8 | 0.389 |
## report_power, final
group / internal, µW / switching (µW) / leakage [µW]
clock network: 114 / 90.3 / 0.0000138
logic: 237 / 91.8 / 0.000219
registers: 324 / 27.9 / 0.0000950
## per-stage QoR
| stage | power [µW] | setup slack (ps) | hold WS, ps |
|---|---|---|---|
| 2_1_floorplan | 460 | 218 | 55.7 |
| 3_3_place_gp | 638 | -309 | 506 |
| 3_5_place_dp | 644 | -318 | 521 |
| 4_1_cts | 895 | 55.9 | 249 |
| 5_1_grt | 945 | 4.80 | 270 |
| 6_report | 885 | 65.7 | 236 |
## metal layers
layer,GRT usage,vias up,share of wire
li1,-,150,-
met1,0.0557,155,0.44
met2,0.0570,14,0.45
met3,0.0250,2,0.098
met4,0.00528,0,0.0064
met5,0,-,0
Power is estimated from default activity; no workload was simulated.
