<file path="design.v">
`timescale 1ns / 1ps
module Four_bit_Adder_assign(Sum, A, B, Cin);
input [3:0] A, B;
output [4:0] Sum;  
input Cin;
assign Sum = A + B + Cin;
endmodule
</file>
<file path="run.sh">
#!/bin/bash
# OpenROAD 26Q1-2900-gdf79404cd8, Yosys 0.63+post, stock flow scripts
make -C /OpenROAD-flow-scripts/flow DESIGN_CONFIG=/design/flow/config.mk WORK_HOME=/design/flow/orfs finish
</file>
<file path="config.mk">
export PLATFORM = sky130hd
export DESIGN_NAME = Four_bit_Adder_assign
export DESIGN_NICKNAME = Four_bit_Adder_assign
export VERILOG_FILES = /design/flow/design.v
export SDC_FILE = /design/flow/constraint.sdc
export NUM_CORES = 4
export LEC_CHECK = 1
export CORE_AREA = 10 10 70 70
export DIE_AREA = 0 0 80 80
</file>
<file path="constraint.sdc">
current_design Four_bit_Adder_assign

set clk_period 3.0
set clk_io_pct 0.2

create_clock -name clk0 -period $clk_period

set non_clock_inputs [all_inputs -no_clocks]
set_input_delay [expr $clk_period * $clk_io_pct] -clock clk0 $non_clock_inputs
set_output_delay [expr $clk_period * $clk_io_pct] -clock clk0 [all_outputs]
</file>
==> load_flow_metrics.sql <==
-- metrics for the results database
INSERT INTO impl_metrics (metric_group, metric, value, unit) VALUES
('place', 'gp_congestion', '0.769', ''),
('grt', 'antenna_found_initial', '0', ''),
('cells_and_area', 'seq_area', '0', 'um^2'),
('timing', 'setup_viol', '0', ''),
('power', 'switching_power_share_of_the_total', '0.299', ''),
('die', 'floorplan.rows', '21', ''),
('timing', 'fin_hold_ws', '2.06', 'ns'),
('timing', 'rsz0062_at_grt', 'no', ''),
('detailed_routing', 'drt_pass1_iterations', '2', ''),
('logic_synthesis', 'ys_cells', '16', ''),
('detailed_routing', 'wl_per_cell', '6.64', 'um'),
('timing', 'post-route-min-period', '2.86', 'ns'),
('detailed_routing', 'route.detailed.vias_per_inst', '2.00', ''),
('timing', 'finalHoldViolations', '0', ''),
('setup_path', 'worst_path_max_delay_cell', 'clkdlybuf4s50_1', ''),
('logic_synthesis', 'yosysSeqAreaShare', '0', ''),
('timing', 'final_worst_slack', '0.143', 'ns'),
('die', 'dieArea', '6400', 'um^2'),
('detailed_routing', 'route.detailed.drc', '0', ''),
('grt', 'grt-ovfl-total', '0', ''),
('logic_synthesis', 'gate_count_of_the_mapped_netlist', '16', ''),
('power', 'power.density_cell_area', '166', 'nW/um^2'),
('timing', 'timing.slew.headroom', '0.909', ''),
('logic_synthesis', 'ys_chip_area', '144', 'um^2'),
('logic_synthesis', 'synth.area.top_cells', 'fa_1 28%, ha_1 26%, xnor2_1 12%, inv_1 10%, a21oi_2 6.1%', ''),
('die', 'chipHeight', '80', 'um'),
('setup_path', 'critical_path.max_fanout', '2', ''),
('detailed_routing', 'detailroute.via_count', '152', ''),
('timing', 'tightest_slew', '0.136', 'ns'),
('setup_path', 'criticalPathCategory', 'in -> out', ''),
('power', 'power_frac_comb', '1.000', ''),
('setup_path', 'worst_setup_path_end_kind', 'output port', ''),
('grt', 'grt_start_max_net_pins', '4', ''),
('setup_path', 'arrival', '2.26', 'ns'),
('worst_hold_path', 'hold_path.class', 'in -> out', ''),
('detailed_routing', 'drt_iter0_markers', '1', ''),
('setup_path', 'critical-path-top-cell-by-count', 'fa_2', ''),
('setup_path', 'path_cells', 'dlygate4sd2_1, fa_2, inv_2, fa_2, inv_1, clkdlybuf4s50_1', ''),
('place', 'worst_setup_timing_slack_at_the_placement_stage', '-0.0958', 'ns'),
('die', 'fp-utilization', '0.0421', ''),
('grt', 'grt_pass1_vias', '163', ''),
('cells_and_area', 'mostFrequentLayoutCell', 'clkdlybuf4s50_1', ''),
('power', 'vdd_drop_max', '20.0', 'uV'),
('cells_and_area', 'post_route_cells_drive_above_1_share', '0.133', ''),
('cells_and_area', 'clock_buffers', '0', ''),
('flow_run', 'tool_warnings', '35', ''),
('grt', 'grt_util_all_layers', '0.0155', ''),
('logic_synthesis', 'synth.yosys.warnings', '0', ''),
('grt', 'global_route_wire_length_before_repair', '793', 'um'),
('cells_and_area', 'final_cell_mix', '11 x clkdlybuf4s50_1, 3 x inv_1, 3 x ha_1, 3 x dlygate4sd2_1', ''),
('timing', 'drv_slew', '0', ''),
('logic_synthesis', 'netlist-cell-type-count', '9', ''),
('cts', 'cts.repair.resized', '7', ''),
('power', 'power.share.clock', '0', ''),
('cells_and_area', 'flop-count', '0', ''),
('die', 'coreArea', '3420', 'um^2'),
('die', 'boundaryPins', '14', ''),
('power', 'power.switching', '17.0', 'uW'),
('cells_and_area', 'area_growth', '138', '%'),
('cells_and_area', 'finish.utilization', '0.100', ''),
('setup_path', 'worst-endpoint-required', '2.40', 'ns'),
('run_status', 'status', 'complete, no violations', ''),
('power', 'leakage', '0.136', 'nW'),
('timing', 'fmaxAchievable', '350', 'MHz'),
('detailed_routing', 'detail-route-antenna-nets', '0', ''),
('place', 'placement.io_buffers', '14', ''),
('worst_hold_path', 'worstHoldStart', 'A[0]', ''),
('timing', 'post_layout_period_usage', '0.952', ''),
('setup_path', 'cp_peak_stage_delay', '0.46', 'ns'),
('detailed_routing', 'route.antenna.diode_count', '0', ''),
('logic_synthesis', 'yosysTopAreaCellShare', '0.278', ''),
('logic_synthesis', 'synthesis.area_per_instance', '8.99', 'um^2'),
('cts', 'cts.repair_timing.setup_buffer_count', '0', ''),
('cts', 'cts_hold_repair.buffers', '0', ''),
('flow_run', 'cap_violations', '0', ''),
('place', 'detailedPlacementHpwl', '485', 'um'),
('detailed_routing', 'routed_wirelength', '505', 'um'),
('die', 'chipWidth', '80', 'um'),
('logic_synthesis', 'cell_area_synth', '144', 'um^2'),
('setup_path', 'setup.worst_path.start', 'Cin', ''),
('power', 'cellInternalPower', '40.0', 'uW'),
('logic_synthesis', 'top_area_cell', 'fa_1', ''),
('setup_path', 'setup.worst_path.start_class', 'input pin', ''),
('power', 'seq_power_share', '0', '');
-- synthesized netlist by cell type --
library cell	instances
ha_1	3
xnor2_1	2
nand2b_1	1
fa_1	2
o21ai_0	1
inv_1	4
a21o_1	1
nor2b_1	1
a21oi_2	1
-- critical path: cells and delay by family --
kind | cells | cell delay [ns]
buffers and inverters | 4 | 0.84
adders and majority gates | 2 | 0.82
-- power by group through the flow --
stage | clock [mW] | sequential, mW | combinational (mW)
global route | 0 | 0 | 0.0651
finish | 0 | 0 | 0.0570
CTS | 0 | 0 | 0.0588
-- stage by stage --
stage	instance area [um^2]	setup TNS [ns]	cells	total power, mW
final	343	0	76	0.0570
after global routing	343	0	76	0.0651
after CTS	343	0	76	0.0588
after detailed placement	342	-0.254	76	0.0585
after global placement	342	-0.201	76	0.0580
after floorplan	144	0	16	0.0178
-- metal layers --
layer | up-vias | global-route usage | share of wire
met3 | 0 | 0.0136 | 0.28
li1 | 78 | - | -
met5 | - | 0 | 0
met4 | 0 | 0 | 0
met2 | 12 | 0.0193 | 0.28
met1 | 62 | 0.0206 | 0.44
-- logic make-up after synthesis --
group,after synthesis,share of synthesized area
fa+ha+maj,5,0.539
simple gates,2,0.0870
compound gates,3,0.148
buf+inv,4,0.104
xor+xnor,2,0.122
-- final timing paths --
check | to | slack, ns | cells after the start
setup / recovery | Sum[1] | 0.14 | 6
hold / removal | Sum[0] | 2.06 | 3
-- area by class of cell --
| class | instances | area, um^2 |
|---|---|---|
| tap | 46 | 57.6 |
| multi-input combinational | 12 | 134 |
| inverter | 4 | 15.0 |
| fill | 404 | 3070 |
| timing repair buffer | 14 | 136 |
Power and IR drop assume default switching activity.
