--- flow/design.v ---
`timescale 1ns / 1ps
module Blinky(Clkin, Clkout);
input Clkin;
output reg Clkout;
reg [31:0] counter;
initial 
begin
counter  = 0;
Clkout = 0;
end 
always@(posedge Clkin)
begin
    counter  = counter + 1;
    if (counter == 100000000)
    begin
        counter = 0;
        Clkout = ~ Clkout;
    end
end 
endmodule
module TB;
reg Clkin;
wire Clkout;
initial  
Clkin = 0;
always  
#5 Clkin = ~ Clkin;
Blinky inst0(Clkin, Clkout);
endmodule 
--- flow/run.sh ---
#!/bin/bash
# OpenROAD 26Q1-2900-gdf79404cd8, Yosys 0.63+post, stock flow scripts
make -C /OpenROAD-flow-scripts/flow DESIGN_CONFIG=/design/flow/config.mk WORK_HOME=/design/flow/orfs finish
--- flow/config.mk ---
export PLATFORM = sky130hd
export DESIGN_NAME = Blinky
export DESIGN_NICKNAME = Blinky
export VERILOG_FILES = /design/flow/design.v
export SDC_FILE = /design/flow/constraint.sdc
export NUM_CORES = 4
export LEC_CHECK = 1
export CORE_UTILIZATION = 30
--- flow/constraint.sdc ---
current_design Blinky

set clk_period 7.4
set clk_io_pct 0.2

create_clock -name clk0 -period $clk_period [get_ports {Clkin}]

set non_clock_inputs [all_inputs -no_clocks]
set_input_delay [expr $clk_period * $clk_io_pct] -clock clk0 $non_clock_inputs
set_output_delay [expr $clk_period * $clk_io_pct] -clock clk0 [all_outputs]
==> flow_metrics.tcl <==
# collected from the flow reports
set metrics [dict create \
    outcome "completed" \
    hold_buffers 0 \
    cts.path.max_buffers 2 \
    rsz0062_at_grt "false" \
    ys_cells 205 \
    met3_length_um 139 \
    lay_top_cells "dfxtp_1 (32), xnor2_1 (21), nor2_1 (16), a31oi_1 (14), nand3_1 (13)" \
    clock-sinks 33 \
    r2r_slack_ns 4.26 \
    drtAntennaViolNets 0 \
    vias 1426 \
    first_pass_iters 4 \
    cts_root_buffer "clkbuf_8" \
    yosys_warnings 1 \
    overflow 0 \
    h-tree-depth 2 \
    syn_inst 205 \
    clockPowerShare_pct 43.3 \
    clock_latency_ns 0.29 \
    ff2ff_path_depth 6 \
    power_frac_comb_pct 0 \
    die_w_um 80.4 \
    grt_usage_pct 12.1 \
    place_area_um2 1870 \
    finalClockPeriodUsage_pct 42.4 \
    hold_depth 1 \
    routedWlPerCell_um 12.6 \
    clkSlewWorstSetupHoldPaths_ns 0.07 \
    edf_count 1 \
    synth_seq_share_pct 36.4 \
    cp_max_fo 15 \
    final_hold_viol_count 0 \
    switching_share_pct 19.2 \
    drive_gt1_share_pct 7.92 \
    power_density_nw_per_um2 161 \
    max_slew.worst_pin.slew_ns 0.747 \
    first_iter_violations 88 \
    layout_top_cell "dfxtp_1" \
    tns_ns 0 \
    numSynthFlops 33 \
    yosys_area_um2 1840 \
    vdd.ir_drop.worst_v 0.0000700 \
    leakagePower_nw 0.636 \
    power_frac_seq_pct 56.7 \
    max_freq_mhz 319 \
    cts_tree "built" \
    gp_congestion 0.858 \
    cp-endpoint "Clkout" \
    maxSlewHeadroom_pct 50.0 \
    dieArea_um2 6460 \
    p_int_mw 0.254 \
    stdcell_area_um2 1960 \
    maxCapViolations 0 \
    cts_resized 0 \
    synth-main-ff-cell "dfxtp_1" \
    grt_pass1_wl_mm 6.14 \
    coreArea_um2 5920 \
    p_switching_mw 0.0605 \
    cp-end-kind "register" \
    routed_wirelength_mm 3.50 \
    hpwl_mm 2.49 \
    reg2reg_to "Clkout" \
    fin_cells 277 \
    finalClockSkew_ns 0.00970 \
    hp-class "reg2reg" \
    worstReg2RegStart "counter[8]" \
    syn-mean-instance-area_um2 9.00 \
    routed_via_density 5.15 \
    min_period_ns 3.14 \
    worstPathRequired_ns 7.41 \
    port_buffers 1 \
    antenna_cells 0 \
    numCtsBuffers 5 \
    netlist_area_um2 1840 \
    finalSetupViolations 0 \
    grt_start_max_net_pins 16 \
    warning_count 25 \
    ys_types 46 \
    start_kind "register" \
    postCtsSetupBuffers 0 \
    slew_viol_final 0 \
    top_layer "met4" \
    synthToLayoutAreaGrowth_pct 6.24 \
    wl_met1_mm 1.77 \
    postSynth.asyncResetShare_pct 0 \
    fp-utilization_pct 31.1 \
    antenna_found_initial 0 \
    critPathKind "reg2reg" \
    io_pins 2 \
    die.size.y_um 80.4 \
    drc 0 \
    rows 28 \
    setup.worst_path.start "counter[8]" \
    dp.cells 269 \
    arrival_ns 3.15 \
    wl_met2_mm 1.56 \
    grt_pass1_vias 1301 \
]
-- cell usage after synthesis, types with 2 or more instances --
cell,count,area share (%)
a211oi_1,2,0.81
a31oi_1,14,4.7
and2_1,3,1.0
and3_1,5,1.7
and4_1,2,0.95
buf_2,3,0.81
buf_4,5,2.0
buf_6,2,1.2
clkbuf_1,3,0.61
dfxtp_1,32,35
inv_1,5,1.0
mux2i_1,2,1.1
nand2_1,11,2.2
nand3_1,13,3.5
nand3_2,2,1.1
nand4_1,10,3.4
nor2_1,16,3.3
nor3_1,3,0.81
nor3_2,2,1.1
nor3b_1,2,0.81
nor4_1,6,2.0
nor4_4,2,2.3
o211ai_1,2,0.81
o21ai_0,2,0.54
or2_1,3,1.0
or3_1,5,1.7
or4_1,2,0.81
xnor2_1,21,10
xor2_1,8,3.8
-- cell families after synthesis --
group | after synthesis | synth area share (%)
flops | 33 | 36.4
buf+inv | 18 | 5.70
simple gates | 91 | 29.3
fa+ha+maj | 1 | 0.678
mux | 2 | 1.09
compound gates | 31 | 13.1
xor+xnor | 29 | 13.8
-- flip-flops by register name, summed over array words and instances (netlist names) --
name	flops
counter	32
Clkout	1
-- final cells by class --
type / instances / area [um^2]
inverter: 5 / 18.8
fill: 613 / 3960
tap: 75 / 93.8
clock buffer: 8 / 90.1
multi-input combinational: 154 / 1070
timing repair buffer: 2 / 17.5
sequential: 33 / 671
-- worst min-delay path by stage --
| stage | endpoint | start |
|---|---|---|
| 5_1_grt | counter[0] | counter[0] |
| 4_1_cts | counter[0] | counter[0] |
| 6_report | counter[0] | counter[0] |
-- worst max-delay path, stage by stage (launching register included) --
cell	delay, ns
dfxtp_1	0.53
nand3_2	0.16
nor3_2	0.39
nand2_1	0.22
or4_1	0.56
a311oi_4	0.68
and4_1	0.31
-- per-layer routing --
| layer | vias to the layer above | track usage [%] |
|---|---|---|
| met3 | 4 | 2.31 |
| met4 | 0 | 1.96 |
| met5 | - | 0 |
| met2 | 23 | 18.7 |
| li1 | 747 | - |
| met1 | 652 | 17.7 |
-- power groups by stage --
| stage | Clock [mW] | Sequential [mW] | Combinational (mW) |
|---|---|---|---|
| CTS | 0.142 | 0.178 | 0.000000321 |
| global route | 0.148 | 0.178 | 0.000000321 |
| finish | 0.136 | 0.178 | 0.000000321 |
-- through the flow --
| step | hold WS [ns] | setup WS, ns | power (mW) | utilization (%) |
|---|---|---|---|---|
| CTS | 0.495 | 4.27 | 0.321 | 33.1 |
| floorplan | 0.449 | 4.88 | 0.182 | - |
| finish | 0.492 | 4.26 | 0.315 | 33.1 |
| detailed placement | 0.479 | 4.29 | 0.182 | 31.6 |
| global route | 0.513 | 4.04 | 0.326 | 33.1 |
| global placement | 0.475 | 4.29 | 0.182 | 31.6 |
No activity file was given, so power comes from the tool's default toggle rates.
